[flow/design.v]
`timescale 1ns / 1ps
module crc_compute(
    input clk,
    input reset,
    input [31:0] data_in,
    input [5:0] CRC_polynomial,
    input tvalid,    
    output reg [5:0] CRC_out,
    output reg tready   
);
reg [5:0] crc_reg;
integer i;
always @(posedge clk or negedge reset) begin
    if (!reset) begin
        crc_reg <= 6'b0;
        CRC_out <= 6'b0;
        tready <= 1'b0;
    end else if (tvalid && !tready) begin
        crc_reg <= 6'b111111;   
        for (i = 0; i < 32; i = i + 1) begin
            if (crc_reg[5] ^ data_in[i]) begin
                crc_reg <= (crc_reg << 1) ^ CRC_polynomial;
            end else begin
                crc_reg <= crc_reg << 1;
            end
        end
        CRC_out <= crc_reg;
        tready <= 1'b1;   
    end else begin
        tready <= 1'b0;   
    end
end
endmodule
[flow/run.sh]
#!/bin/bash
# OpenROAD 26Q1-2900-gdf79404cd8, Yosys 0.63+post, stock flow scripts
make -C /OpenROAD-flow-scripts/flow DESIGN_CONFIG=/design/flow/config.mk WORK_HOME=/design/flow/orfs finish
[flow/config.mk]
export PLATFORM = sky130hd
export DESIGN_NAME = crc_compute
export DESIGN_NICKNAME = crc_compute
export VERILOG_FILES = /design/flow/design.v
export SDC_FILE = /design/flow/constraint.sdc
export NUM_CORES = 4
export LEC_CHECK = 1
export CORE_AREA = 10 10 85 85
export DIE_AREA = 0 0 95 95
[flow/constraint.sdc]
current_design crc_compute

set clk_period 1.7
set clk_io_pct 0.2

create_clock -name clk0 -period $clk_period [get_ports {clk}]

set non_clock_inputs [all_inputs -no_clocks]
set_input_delay [expr $clk_period * $clk_io_pct] -clock clk0 $non_clock_inputs
set_output_delay [expr $clk_period * $clk_io_pct] -clock clk0 [all_outputs]
==> results.ini <==
[status]
status = complete, no violations

[routing]
num_vias = 490
first_pass_detailed_route_iteration_total = 3
ant_nets = 0
routed_wl_mm = 1.31
detail_route.wl_per_cell_um = 8.06
insertedDiodeCount = 0
drt_iter0_markers = 7
post_drt_via_cell_ratio = 3.01
remaining_design_rule_violation_count = 0

[sta]
finalClockSkew_ps = 2.16
finalHoldViolations = 0
timing.max_slew.rel_slack_pct = 63.7
worst_slew_pin_slew_ps = 543
grt_setup_unrepaired = no
finalSetupViolCount = 0
clock.fmax_mhz = 724
finalClockPeriodUsage_pct = 81.3
min_period_ps = 1380
final_max_slew_viol_count = 0
fin_setup_tns_ps = 0

[clock_tree]
cts_max_path_buffers = 2
insertion_delay_ps = 240
cts.clk_slew.worst_paths_ps = 50
cts.htree.levels = 1
cts_inserted_buffers = 3
tritoncts_clock_tree = built
clock_tree.root_cell = sky130_fd_sc_hd__clkbuf_8
cts_hold_buffers = 0
cts.sinks = 13
cts.repair_timing.setup_buffer_count = 0
post_cts_resized = 0

[final_layout]
areaGrowthSynthToFinish_pct = 54.6
final_cell_mix = sky130_fd_sc_hd__nand2_1, sky130_fd_sc_hd__clkdlybuf4s50_1, sky130_fd_sc_hd__dfrtp_1
drive_gt1_share_pct = 11.0
final-instance-count-excl-fill = 163
layout_top_cell_excl_fill_tap = sky130_fd_sc_hd__nand2_1
fillCellCount = 609

[synthesis]
synth.yosys.seq_area_share_pct = 54.9
yosysChipArea_um2 = 593
netlist.area_leader.share_pct = 54.9
postSynthAreaPerCell_um2 = 8.72
netlist.top_cell.by_area = sky130_fd_sc_hd__dfrtp_1
yosys_warnings = 1
synth.cell_area_um2 = 593
synthDistinctLibCells = 17
post_synth_main_area_contributors = sky130_fd_sc_hd__dfrtp_1, sky130_fd_sc_hd__nand2_1, sky130_fd_sc_hd__o21ai_0
synthesis.instances = 68
synth-cells-yosys = 68
ys_seq_elements = 13

[global_route]
grt_pass1_vias = 487
tot_gr_track_use_pct = 2.95
global_route_wire_length_before_repair_mm = 2.21
globalRoute.totalOverflow = 0
grt_antenna_before_repair = 0
grt_start_max_net_pins = 16

[floorplanning]
starting_density_of_the_core_pct = 10.8
area_inside_the_core_boundary_um2 = 5470
die_w_um = 95
num_io_pins = 48
rows = 27
floorplan.die.height_um = 95
overall_chip_area_um2 = 9030

[power_and_ir_drop]
powerDensity_nw_per_um2 = 1200
power.ir.vdd_worst_mv = 0.339
power.static_leakage_nw = 0.391

[worst_setup_path]
worst_ep_required_time_ps = 1860
worst_setup_path_start_kind = input pin
worst_setup_path_end_kind = register
r2r_setup_slack_ps = 450
timing.critical_path.arrival_ps = 1540
critical_path_class = input pin to register
crit_fanout = 9

[run]
cap_violations = 0
warnings = 56

[placed_design]
dpl.hpwl_mm = 1.05
dpl.cell_count = 159
io_buffers = 16
routabilityCongestion = 0.712

[hold_path]
hold_path.class = input pin to async pin

[report_power, final]
| group | switching (mW) | leakage [nW] | internal (mW) |
|---|---|---|---|
| clock network | 0.0994 | 0.0228 | 0.165 |
| registers | 0.0847 | 0.156 | 0.412 |
| logic | 0.127 | 0.213 | 0.211 |
[per-layer routing]
layer / part of all wire, % / wire length, um / up-vias / track usage, %
li1: - / - / 275 / -
met3: 10 / 137 / 2 / 0.641
met4: 1.6 / 21 / 0 / 1.12
met5: 0 / 0 / - / 0
met2: 39 / 519 / 14 / 3.95
met1: 48 / 636 / 199 / 4.46
[cell type report]
cell class	count	area, um^2	share of cell area (%)
repair buffers	21	198	21.6
multi-input cells	47	236	25.8
inverters	6	22.5	2.46
flip-flops and latches	13	325	35.5
clock buffers	4	45.0	4.91
well taps	72	90.1	9.82
[synthesized netlist by cell type (all sizes together)]
cell	number
a31oi	4
buf	1
clkbuf	1
dfrtp	13
inv	6
mux2	1
nand2	20
nand2b	1
nand4b	1
nor2	5
nor3	1
nor4	1
o21ai	6
o311ai	1
or3	5
xnor2	1
[kinds of logic (layout without fill, tap and decap cells)]
family / count (synthesis) / in the layout / share of synthesized area [%]
multiplexers: 1 / 1 / 1.90
AND/OR/NAND/NOR: 34 / 34 / 25.7
flip-flops: 13 / 13 / 54.9
AND-OR/OR-AND: 11 / 11 / 10.8
buffers and inverters: 8 / 31 / 5.27
XOR/XNOR: 1 / 1 / 1.48
[worst max-delay path, cell delays in order]
cell and delay, ps:
sky130_fd_sc_hd__clkdlybuf4s50_1 510, sky130_fd_sc_hd__xnor2_1 80, sky130_fd_sc_hd__buf_4 150, sky130_fd_sc_hd__or3_1 300, sky130_fd_sc_hd__a31oi_1 160
[path summary, 6_finish.rpt]
path                             start         end  depth (start not counted)
min in group clk0           CRC_out[5]  CRC_out[5]                          2
max in group asynchronous        reset  crc_reg[0]                          1
hold reg to reg             CRC_out[5]  CRC_out[5]                          2
setup reg to reg            crc_reg[5]  crc_reg[2]                          4
hold / removal                   reset  crc_reg[5]                          1
setup / recovery           data_in[31]  crc_reg[2]                          5
[per-stage QoR]
step	util [%]	power, mW	cell area [um^2]	worst slack [ps]	hold slack [ps]
2_1_floorplan	-	0.651	593	510	44.4
3_3_place_gp	15.9	0.841	872	70.4	461
3_5_place_dp	15.9	0.848	872	61.1	465
4_1_cts	16.8	1.12	917	300	478
5_1_grt	16.8	1.20	917	191	492
6_report	16.8	1.10	917	318	458
Power figures rest on the tool's default switching activity, not on a simulated workload.
